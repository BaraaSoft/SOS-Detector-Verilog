$ cat design/flow/run.sh
#!/bin/bash
# OpenROAD 26Q1-2900-gdf79404cd8, Yosys 0.63+post, stock flow scripts
make -C /OpenROAD-flow-scripts/flow DESIGN_CONFIG=/design/flow/config.mk WORK_HOME=/design/flow/orfs finish
$ cat design/flow/config.mk
export PLATFORM = sky130hd
export DESIGN_NAME = dash_dot
export DESIGN_NICKNAME = dash_dot
export VERILOG_FILES = /design/flow/design.v
export SDC_FILE = /design/flow/constraint.sdc
export NUM_CORES = 4
export LEC_CHECK = 1
export CORE_AREA = 10 10 70 70
export DIE_AREA = 0 0 80 80
$ cat design/flow/constraint.sdc
current_design dash_dot

set clk_period 2.1
set clk_io_pct 0.2

create_clock -name clk0 -period $clk_period [get_ports {clk}]

set non_clock_inputs [all_inputs -no_clocks]
set_input_delay [expr $clk_period * $clk_io_pct] -clock clk0 $non_clock_inputs
set_output_delay [expr $clk_period * $clk_io_pct] -clock clk0 [all_outputs]
$ cat design/flow/design.v
module dash_dot ( input clk,input dataIn ,output valueReady, output[1:0]dataOut
);
reg[1:0] dataOut;
reg valueReady;
reg [3:0] state;
wire clk;
always @(posedge clk ) begin
case (state)
  4'd0:begin
    valueReady <= 1'b0;
    if (dataIn == 1'b1) begin
      state <= 4'd3;  
    end
    else if(dataIn == 1'b0)begin
      state <= 4'd2;
    end
  end
  4'd1:begin
    valueReady <= 1'b0;  
    if (dataIn == 1'b1) begin
      state <= 4'd5;
    end else if(dataIn == 1'b0) begin
      state <= 4'd7;  
    end
  end
  4'd2:begin
  valueReady <= 1'b0;
  if (dataIn == 1'b1) begin
      state <= 4'd3;
  end else if(dataIn == 1'b0) begin
      state <= 4'd4;
    end
  end
  4'd3:begin  
    if (dataIn == 1'b1) begin
      valueReady <= 1'b0;
      state <= 3'd2;  
    end else if(dataIn == 1'b0) begin
      state <= 4'd0;
      valueReady <= 1'b1;
      dataOut <= 00;
    end
  end
  4'd4:begin  
    valueReady <= 1'b1;
    dataOut <= 10;
    if (dataIn == 1'b1) begin
      state <= 4'd1;
    end else if(dataIn == 1'b0) begin
      state <= 4'd0;
    end
  end
  4'd5:begin
    if (dataIn == 1'b1) begin
      state <= 4'd6;
    end else if(dataIn == 1'b0) begin
      state <= 4'd0;
    end
  end
  4'd6:begin   
    state <= 4'd1;
    valueReady <= 1'b1;
    dataOut <= 2'b11;
  end
  4'd7:begin
    if(dataIn == 1'b0)begin
      state <= 4'd8;
    end else if(dataIn == 1'b1) begin
      state <= 3'd5;
    end
  end
  4'd8:begin
    if(dataIn == 1'b0)begin  
      state <= 4'd2;
      valueReady <= 1'b1;
      dataOut <= 2'b10;
    end
  end
  default:begin
    state <= 4'd0;
    valueReady <= 1'b0;
    dataOut <= 01;
  end
endcase
end
endmodule  
==> job_summary.md <==
### Metrics collected by this job

| Metric | Value |
|---|---|
| Outcome | completed |
| Initial DRC count | 28 |
| Setup bufs post-CTS | 0 |
| Routed len/inst | 8.12 um |
| Pre-antenna DRT Iters | 4 |
| Antenna cells | 0 |
| Largest net degree at the start of global routing | 13 |
| Layout fillers | 391 |
| Tmin final | 1.59 ns |
| Pre-Place Util | 12.5% |
| Biggest area consumer among synthesized cells | edfxtp_1 |
| Post-synth EDFFs | 7 |
| Final tally of max-slew violations | 0 |
| Post-DR vias/cell | 3.51 |
| Core Region | 3420 um^2 |
| Commonest flop | edfxtp_1 |
| IO Count | 5 |
| Bufs on Longest Clock Path | 2 |
| Logic area | 179 um^2 |
| Worst-Margin Slew | 0.346 ns |
| # Max-Cap Violations | 0 |
| H-Tree Depth | 1 |
| Final Hold Vio Count | 0 |
| RSZ-0062 raised after global routing | false |
| Worst setup EP type | flip-flop |
| Drc violations | 0 |
| Synth Instances | 44 |
| Gpl congestion | 0.847 |
| Final WL | 771 um |
| Library cells used by synthesis | 23 |
| P_sw | 259 uW |
| Worst endpoint data arrival time | 1.58 ns |
| Final setup fails | 0 |
| Crit path buffers/inverters | 1 |
| Worst Path Class, Setup | input port to flip-flop |
| Fmax | 629 MHz |
| Int Pwr | 473 uW |
| Main area contributors | edfxtp_1, buf_2, a31oi_1 |
| Crit path max-delay family | buffers and inverters |
| Crit-path max cell delay | 0.56 ns |
| Clock Skew | 0.00230 ns |
| Sequential share of power | 47.5% |
| TritonCTS clock tree | yes |
| Asr flop ratio synth | 0% |
| Die area | 6400 um^2 |
| Total Routing Usage GR | 2.52% |
| Layout area overhead | 25.1% |
| First-pass GRT wire length | 1350 um |
| Tot Pwr | 732 uW |
| Gr ovfl total | 0 |
| Post-Route Setup TNS | 0 ns |
| P per Cell Area | 1370 nW/um^2 |
| Combinational group share of total power | 37.2% |
| Critical path startpoint category | input port |
| Final ANT Viol Nets | 0 |
| Number of global-route vias before repair | 326 |
| Die X | 80 um |
| Post-synth regs | 7 |
| Yosys Warn Count | 1 |
| Yosys cell count | 44 |
| CTS clk-pin slew, worst paths | 0.05 ns |
| Total leakage power | 0.000201 uW |
| Synth top cell by count | edfxtp_1 |
| Post_cts resized | 0 |
| Worst endpoint required time | 2.09 ns |
| Buffers on Ports | 4 |
| Initial antenna violation count | 0 |
| CP Cell Sequence | clkdlybuf4s50_1 -> nor2_1 -> a21o_1 -> a221o_1 |
| Max VDD drop | 210 uV |
| Clock tree sinks | 7 |
| Seq share, synth | 49.1% |
| Cell Rows | 21 |
| Synthesized area | 428 um^2 |
| Switching Share | 35.4% |
| Commonest cells post-synth | edfxtp_1, nor2_1, buf_2 |
| Slowest-stage cell, CP | clkdlybuf4s50_1 |
| TritonCTS Buffers | 3 |
| FF/Latch Area | 210 um^2 |
| # hold bufs at CTS | 0 |
| Avg Cell Area, Syn | 9.73 um^2 |
| Tool warnings | 25 |
| CTS root buf | clkbuf_4 |
| Hold/Removal Path Class | flip-flop to flip-flop |
| Top cell area share | 49.1% |
| Final Cycle Share | 75.7% |
| DP HPWL | 604 um |
| Clk ins delay skew pair | 0.24 ns |
| Clock Power Share | 15.3% |
| Routed vias | 333 |
| Layout cells sized above 1 | 10.2% |
| Yosys Chip Area | 428 um^2 |
| Critical Path Fanout Max | 6 |
| Die Height | 80 um |
| Worst slew margin | 76.9% |
-- power by group through the flow --
stage	clock network (uW)	logic (uW)	registers, uW
4_1_cts	117	271	347
5_1_grt	123	321	364
6_report	112	272	347
-- worst paths after layout --
path         startpoint    endpoint  slack [ns]  depth (start not counted)
min reg2reg    state[3]    state[0]        0.76                          1
max reg2reg    state[0]  dataOut[1]        0.63                          3
max              dataIn  dataOut[1]        0.51                          4
min            state[3]    state[0]        0.76                          1
-- cell type report --
cell class | instances | share of cell area (%)
multi-input cells | 30 | 33.4
inverters | 2 | 1.40
flip-flops and latches | 7 | 39.3
clock buffers | 4 | 4.91
repair buffers | 6 | 10.3
well taps | 46 | 10.7
-- state kept, by name (all words and copies together), names as in the netlist --
register and flops:
dataOut 2, state 4, valueReady 1
-- worst register-to-register path: stages (launching register included) --
cell and delay, ns:
edfxtp_1 0.53, inv_1 0.20, nand2_1 0.10, a221o_1 0.38
-- layer usage --
layer  routed length (um)  GRT usage [%]  share of wire [%]
met1                  332           2.87                 43
met2                  353           4.25                 46
met3                   84           1.14                 11
met4                    0          0.528                  0
met5                    0              0                  0
-- stage by stage --
stage                     setup WS [ns]  util, %  area (um^2)  cells  hold slack (ns)
final                             0.510     15.7          536     95            0.760
after global routing              0.474     15.7          536     95            0.824
after CTS                         0.523     15.7          536     95            0.762
after detailed placement          0.272     14.9          509     91            0.754
after global placement            0.287     14.9          509     91            0.745
after floorplan                   0.743        -          428     44            0.667
-- kinds of logic after synthesis --
kind of cell / after synthesis / share of synthesized area, %
flops: 7 / 49.1
buf+inv: 7 / 9.06
simple gates: 17 / 20.5
compound gates: 13 / 21.3
-- cell usage in the layout (no fill, tap or decap) --
cell type        n
edfxtp_1         7
nor2_1           5
clkdlybuf4s50_1  4
a31oi_1          3
nand2_1          3
clkbuf_4         3
nor2b_1          2
inv_1            2
a21oi_1          2
nor3_1           2
buf_4            2
and2b_1          1
o211a_1          1
a211oi_1         1
or4_1            1
o21ai_0          1
nor3b_1          1
nand4_1          1
a21boi_0         1
and3_1           1
o31ai_1          1
o211ai_1         1
a21o_1           1
a221o_1          1
clkbuf_1         1
No activity file was given, so power comes from the tool's default toggle rates.
