===== flow/run.sh =====
#!/bin/bash
# OpenROAD 26Q1-2900-gdf79404cd8, Yosys 0.63+post, stock flow scripts
make -C /OpenROAD-flow-scripts/flow DESIGN_CONFIG=/design/flow/config.mk WORK_HOME=/design/flow/orfs finish

===== flow/config.mk =====
export PLATFORM = sky130hd
export DESIGN_NAME = sos_driver
export DESIGN_NICKNAME = sos_driver
export VERILOG_FILES = /design/flow/design.v
export SDC_FILE = /design/flow/constraint.sdc
export NUM_CORES = 4
export LEC_CHECK = 1
export CORE_AREA = 10 10 85 85
export DIE_AREA = 0 0 95 95

===== flow/constraint.sdc =====
current_design sos_driver

set clk_period 1.8
set clk_io_pct 0.2

create_clock -name clk0 -period $clk_period [get_ports {clk}]

set non_clock_inputs [all_inputs -no_clocks]
set_input_delay [expr $clk_period * $clk_io_pct] -clock clk0 $non_clock_inputs
set_output_delay [expr $clk_period * $clk_io_pct] -clock clk0 [all_outputs]

===== flow/design.v =====
module sos_driver ( input clk,output dataOut
);
reg dataOut;
reg [3:0]state;
reg dotflag;
reg dashflag;
reg startCounterB;
reg [4:0] counter;
reg [4:0] counterB;
wire clk;
always @(posedge clk)begin
    counter <= counter +1;
    if(counter == 4'd5)begin  
        dotflag <= 1'b1;
        counter <= 4'd0; 
    end
    if(startCounterB == 1'b1)begin
        counterB <= counterB+1;
    end
    if (counterB == 4'd9) begin
      dashflag <=1'b1;
      counterB <=4'd0;
    end
    case (state)
      4'd0: begin
        dataOut <= 1'b0;
        if (dotflag == 1'b0) begin
            state <= 3'd1;
        end else begin
            state <= 3'd3;
        end
      end
      4'd1:begin
        dataOut <= 1'b1;
        if(dotflag == 1'b0)begin
            state <= 3'd0; 
        end else begin
            if (dashflag == 1'b0) begin
              state <= 3'd5;
              counter <=4'd00; 
              startCounterB <= 1'b1;
            end
        end
      end
      4'd2:begin
        dataOut <= 1'b0;
        state <= 3'd0; 
      end
      4'd3:begin
        dataOut <= 1'b0;
        state <= 3'd4; 
        dashflag <=1'b0;  
      end
      4'd4:begin
        dataOut <= 1'b0;
        if (dashflag == 1'b0) begin
          state <= 3'd1; 
        end else begin
          state <= 3'd0;
          dotflag <= 1'b0; 
        end
      end
      4'd5:begin
        dataOut <= 1'b1;
        state <= 3'd6; 
      end
      4'd6:begin
        dataOut <= 1'b1;
        state <= 3'd7; 
      end
      4'd7:begin
        dataOut <= 1'b0;
        if (dashflag == 1'b0) begin
          state <= 3'd1;
        end else begin
          state <= 3'd4;  
          startCounterB <= 1'b0;
          counter <= 4'd5;  
        end 
      end
      default: begin
        state <=3'd0;
        dotflag <= 1'b0;
        dashflag <= 1'b0;
        counter <=2'b00;
        counterB <=5'd0;
        startCounterB<=0;
      end
    endcase
end
endmodule  

==> impl_metrics.py <==
# Metrics from the implementation run
metrics = {
    "clock_tree": {
        "post-cts-setup-buffers": 0,
        "cts.path.max_buffers": 2,
        "cts_tree": "yes",
        "cts_hold_buffers": 0,
        "ctsHtreeMaxLevel": 1,
        "cts_made_buffers": 3,
        "cts_sinks": 17,
        "clk_pin_slew_ns": 0.07,
        "clk_latency_ns": 0.25,
        "cts_resized": 0,
        "cts-root-buf": "clkbuf_8",
    },
    "global_route": {
        "grt_overflow": 0,
        "first_global_vias": 521,
        "grtUsageTotal_pct": 2.99,
        "grt_pass1_wl_um": 2290,
        "grt_max_degree": 13,
        "antenna_found_initial": 0,
    },
    "final_timing": {
        "clock.fmax_ghz": 0.669,
        "setup_viol": 0,
        "setup_slack_ns": 0.304,
        "finalHoldViolations": 0,
        "rsz0062_at_grt": "false",
        "tns_ns": 0,
        "drv_slew": 0,
        "fin_crit_ns": 1.50,
        "post-route-period-util_pct": 83.1,
        "fin_skew_ns": 0.00690,
    },
    "synthesis": {
        "ys_warn_count": 1,
        "edf_count": 5,
        "ys_chip_area_um2": 842,
        "synth_area_leader_cell": "dfxtp_1",
        "async_flop_share_pct": 0,
        "area_leaders": "dfxtp_1 29%, edfxtp_1 18%, ha_1 5.9%",
        "syn_inst": 85,
        "synth-cells-yosys": 85,
        "synthFlopType": "dfxtp_1",
        "synthTopCellsByCount": "12 x dfxtp_1, 12 x nor2_1, 6 x nand2_1, 5 x edfxtp_1, 5 x xor2_1",
        "synth_seq_share_pct": 46.4,
        "top_area_share_pct": 28.5,
        "synth.avg_cell_area_um2": 9.91,
        "synth_cell_types": 32,
        "syn_area_um2": 842,
        "synth_flops": 17,
    },
    "min_path": {
        "hold_path_depth": 1,
        "hold_path_class": "reg2reg",
    },
    "detailed_routing": {
        "drt_pass1_iterations": 5,
        "postRouteAntennaNets": 0,
        "remaining_drc_errors": 0,
        "via_count": 567,
        "antenna_cells": 0,
        "wl_um": 1280,
        "drt-initial-drc-count": 30,
        "vias_per_cell": 3.54,
        "drt-wirelength-per-cell_um": 7.98,
    },
    "place": {
        "gp_congestion": 0.817,
        "portBuffers": 1,
        "post-place-ws_ns": 0.312,
        "dp_hpwl_um": 937,
    },
    "critical_path": {
        "cp.arrival_ns": 1.46,
        "required_ns": 1.76,
        "crit_family": "simple AND/OR/NAND/NOR gates",
        "rr_worst_depth": 2,
        "cp.depth": 2,
        "slowest_stage": "or4b_4",
        "end_kind": "register",
        "crit_chain": "or4b_4 -> a21boi_4",
        "crit_type": "reg2reg",
        "critPathMaxStageDelay_ns": 0.54,
        "start_kind": "register",
        "critPathMaxFanout": 12,
        "crit_buf_inv": 0,
    },
    "floorplanning": {
        "io_pins": 2,
        "die_w_um": 95,
        "rows": 27,
        "core_region_area_mm2": 0.00547,
        "dieArea_mm2": 0.00903,
        "fp.dieH_um": 95,
        "fp-utilization_pct": 15.4,
    },
    "power_and_ir_drop": {
        "power_leakage_nw": 0.345,
        "ir_drop_v": 0.000209,
        "power.density_mw_per_mm2": 684,
    },
    "finish": {
        "logic_area_um2": 418,
        "num-fill-cells": 604,
        "area_delta_synth_final_pct": 16.5,
        "drive_gt1_share_pct": 11.4,
        "regArea_um2": 390,
    },
    "flow_run": {
        "max_cap_viol_count": 0,
        "tool_warnings": 27,
    },
    "status": {
        "status": "complete, no violations",
    },
}
layout make-up:
type / count / area share (%)
inverter: 3 / 1.15
clock buffer: 3 / 4.21
tap: 72 / 9.18
sequential: 17 / 39.8
timing repair buffer: 3 / 2.55
multi-input combinational: 61 / 42.6
clock inverter: 1 / 0.510
cells in the final DEF, fill, tap and decap left out, types with 2 or more instances in the layout:
cell type,n
buf_4,2
nand2_1,6
xnor2_1,2
a21oi_1,4
o21a_1,2
nor2_1,12
nand3_1,3
inv_1,3
dfxtp_1,12
nand4_1,3
edfxtp_1,5
ha_1,4
xor2_1,5
nor2b_1,2
clkbuf_8,3
o21ai_0,2
power breakdown:
part	internal, mW	switching (mW)
registers	0.393	0.000267
clock network	0.153	0.122
logic	0.00183	0.000601
total	0.548	0.123
worst register-to-register path, delay by kind of cell (launching register included):
family	cells	cell delay, ns
and+or+nand+nor	1	0.54
DFF	1	0.52
AOI/OAI and AO/OA	1	0.15
flip-flops by register name (all words and copies together) (netlist names):
| signal | flops |
|---|---|
| counter | 5 |
| startCounterB | 1 |
| dotflag | 1 |
| state | 3 |
| dataOut | 1 |
| counterB | 5 |
| dashflag | 1 |
metrics by stage:
stage / hold WS [ns] / area (µm²) / instances / total power [mW] / utilization, %
2_1_floorplan: 0.427 / 842 / 85 / 0.402 / -
3_5_place_dp: 0.445 / 935 / 156 / 0.404 / 17.1
3_3_place_gp: 0.441 / 935 / 156 / 0.404 / 17.1
6_report: 0.460 / 981 / 160 / 0.671 / 17.9
4_1_cts: 0.458 / 981 / 160 / 0.689 / 17.9
5_1_grt: 0.471 / 981 / 160 / 0.704 / 17.9
final timing paths:
check	startpoint	to	slack (ns)
setup / recovery	state[2]	startCounterB	0.30
hold / removal	counterB[4]	counterB[4]	0.46
setup reg to reg	state[2]	startCounterB	0.30
hold reg to reg	counterB[4]	counterB[4]	0.46
cells by family (layout without fill, tap and decap cells):
family                     Yosys count  after routing  share of synthesized area [%]
AOI/OAI and AO/OA                   14             14                           12.2
xor gates and xnor gates             7              7                           7.28
adders and majority gates            4              4                           5.94
buffers and inverters                7             10                           4.01
DFF                                 17             17                           46.4
muxes                                1              1                           1.34
other                                1              1                          0.445
and+or+nand+nor                     34             34                           22.4
per-layer routing:
layer | global-route usage, % | wire [µm] | up-vias
met4 | 0.374 | 0 | 0
met1 | 4.35 | 684 | 254
met5 | 0 | 0 | -
met3 | 1.12 | 63 | 0
met2 | 4.23 | 529 | 9
li1 | - | - | 304
Power is estimated from default activity; no workload was simulated.
